--- /design/flow/config.mk ---
export PLATFORM = sky130hd
export DESIGN_NAME = triangle_dds
export DESIGN_NICKNAME = triangle_dds
export VERILOG_FILES = /design/flow/design.v
export SDC_FILE = /design/flow/constraint.sdc
export NUM_CORES = 4
export LEC_CHECK = 1
export CORE_UTILIZATION = 50
--- /design/flow/constraint.sdc ---
current_design triangle_dds

set clk_period 14.1
set clk_io_pct 0.2

create_clock -name clk0 -period $clk_period [get_ports {clk}]

set non_clock_inputs [all_inputs -no_clocks]
set_input_delay [expr $clk_period * $clk_io_pct] -clock clk0 $non_clock_inputs
set_output_delay [expr $clk_period * $clk_io_pct] -clock clk0 [all_outputs]
--- /design/flow/design.v ---
module triangle_dds (
    input             [31:0] incre_word,
    decre_word,
    input             [31:0] pha_word,
    input                    clk,
    rstn,
    en,
    output reg signed [13:0] data
);
  reg  [31:0] cnt;
  reg         direction;
  reg         sign;
  wire [31:0] cnt_total;
  wire [31:0] minus_cnt1, minus_cnt2;
  wire [31:0] next_cnt;
  assign cnt_total  = cnt + pha_word;
  assign minus_cnt1 = 32'h8000_0000 - cnt_total;
  assign minus_cnt2 = cnt_total - 32'hFFFF_FFFF;
  assign next_cnt   = (direction == 1'b0) ? cnt_total + incre_word : cnt_total + decre_word;
  always @(posedge clk or negedge rstn) begin
    if (!rstn) begin
      cnt  <= 32'b0;
      data <= 14'sb0;   
      sign <= 1'b0;
    end
    else begin
      if (en) begin
        if (direction == 1'b0) cnt <= cnt + incre_word;
        else cnt <= cnt + decre_word;
        if ({sign, direction} == 2'b00) data <= cnt_total[31:18] << 1;
        else if ({sign, direction} == 2'b01) begin
          data <= minus_cnt1[31:18] << 1;
          if (minus_cnt1[30] == 1'b1) data <= 14'h1FFF;
        end
        else if ({sign, direction} == 2'b11) data <= minus_cnt1[31:18] << 1;
        else data <= minus_cnt2[31:18] << 1;
      end
    end
  end
  always @(posedge clk or negedge rstn) begin
    if (!rstn) begin
      direction <= 1'b0;
    end
    else begin
      if (en == 1'b1) begin
        if (next_cnt[31] == 1'b1)   
          sign <= 1'b1;
        else if (next_cnt[31] == 1'b0)   
          sign <= 1'b0;
        if (next_cnt[31:30] == 2'b01 | next_cnt[31:30] == 2'b10) direction <= 1'b1;
        else if (next_cnt[31:30] == 2'b11 | next_cnt[31:30] == 2'b00) direction <= 1'b0;
      end
    end
  end
endmodule
--- /design/flow/run.sh ---
#!/bin/bash
# OpenROAD 26Q1-2900-gdf79404cd8, Yosys 0.63+post, stock flow scripts
make -C /OpenROAD-flow-scripts/flow DESIGN_CONFIG=/design/flow/config.mk WORK_HOME=/design/flow/orfs finish
==> notes.md <==
Notes from the flow run.

Global routing:
- The run gives the global routing usage summed across all routing layers as 27.4%.
- The global route stage reports its total congestion overflow as 0.
- Entering global routing, the biggest net connects 58 pins.
- The run puts the number of global-route vias before repair at 5345.
- The run puts the first-pass GRT wire length at 27300 um.
- The number of antenna violations at the first check in global routing is 0.

Synth:
- During synthesis, Yosys emitted a total of 3 warnings.
- The run gives the dominant non-sequential cell family after synthesis as AND-OR/OR-AND gates.
- The run puts the synthesized area divided by synthesized cell count at 8.55 um^2.
- The run puts the cell area after technology mapping at 6240 um^2.
- The run gives the total cells reported by yosys after synthesis as 729.
- The run gives the register area share after synthesis as 18.9%.
- In this run the biggest area consumer among cell types represents 18.9% of the synthesized area.
- The run puts the proportion of synthesized area in mux cells at 10.8%.
- The run puts the async set or reset register ratio after synthesis at 100%.
- The synthesized instance count is 729.
- In this run, synthesis produced a sequential element count of 47.
- In the synthesized netlist the dominant register cell turns out to be sky130_fd_sc_hd__dfrtp_1.
- In the post-synthesis netlist, the biggest area contributors are sky130_fd_sc_hd__dfrtp_1, sky130_fd_sc_hd__ha_1, sky130_fd_sc_hd__mux2_2, sky130_fd_sc_hd__xnor2_1, sky130_fd_sc_hd__a21o_1.
- The run gives the simple-gate area share of the yosys netlist as 14.8%.
- The run gives the count of flip-flops with a built-in enable after synthesis as 0.
- In this run, the synthesized area fraction spent on AND-OR/OR-AND gates is recorded as 24.2%.
- Yosys instantiated no cell more often than sky130_fd_sc_hd__ha_1.
- In the synthesized netlist, the cells that appear most often are sky130_fd_sc_hd__ha_1, sky130_fd_sc_hd__nor2_1, sky130_fd_sc_hd__mux2_2.
- The run gives the fraction of the mapped netlist area in adder cells as 19.1%.
- The run gives the count of different cell masters after synthesis as 63.
- The run gives the post-synthesis chip area from yosys as 6240 um^2.
- The run gives the largest area contributor in the netlist as sky130_fd_sc_hd__dfrtp_1.
- The run gives the xor and xnor area share after synthesis as 8.85%.

Routing:
- The run puts the number of diodes at 0.
- The run puts the number of design rule violations left after detail routing at 0.
- The run gives the detailed-route via count as 5748.
- The run gives the wire length per cell as 16.8 um.
- Summed over all layers, the routed wires come to 16700 um.
- The run puts the total iterations of the first detailed-routing run at 5.
- The run gives the number of nets still failing antenna checks after routing as 0.
- For this run, the detailed router reports a per-instance via density of 5.77.
- The run puts the number of violations reported at the end of detailed-routing iteration 0 at 287.

Power:
- The run puts the internal power consumption at 1.07 mW.
- The run gives the worst IR drop on VDD as 152 uV.
- The leakage component of the power was reported as 3.34 nW.
- The clock network burns 6.1% of the power.
- Per the breakdown, switching nets consume 49.4% of all power.
- Of the total power, registers draw 12.9%.
- The run puts the net load switching power at 1.05 mW.
- The report lists the power per cell area as 278 nW/um^2.
- The run puts the overall power at 2.12 mW.
- Per report_power, the combinational group accounts for 81.0% of the total.

Timing:
- The run puts the worst hold slack at 491 ps.
- The run gives the final setup skew as 5.47 ps.
- The run puts the time the final worst path needs with I/O delays and setup at 7550 ps.
- The run puts the worst-margin pin slew at 850 ps.
- The run gives the share of the clock period used by the worst path after layout as 53.5%.
- The run gives the setup violation total in the final timing report as 0.
- The run puts the number of pins with negative max-slew slack in the final report at 0.
- The run puts the slack of the critical path at 6550 ps.
- Setup repair after global routing left no endpoint under its margin.
- The run puts the worst slew margin relative to its limit at 42.9%.
- The run gives the number of endpoints with negative hold slack in the final report as 0.
- The run puts the fmax at 133 MHz.
- Setup total negative slack on the finished layout was measured at 0 ps.

Floorplan:
- The run gives the core area as 12100 um^2.
- After floorplanning, the die was sized to cover 12900 um^2.
- For reference, the placement row count at floorplan is 40.
- The run puts the height of the die at 114 um.
- The horizontal die dimension reported for this design is 114 um.
- 113 I/O pins were placed.
- The run puts the starting density of the core at 51.7%.

Place:
- The run puts the port buffer count at 112.
- Per the post-place timing report, worst setup slack is 6300 ps.
- The run gives the global placer's final weighted congestion as 0.961.
- The run gives the HPWL after detailed placement as 13500 um.

Clock network:
- The run gives the TritonCTS clock tree as yes.
- Once the clock tree was built, the resizer swapped 0 gates to a different size.
- The run puts the total clock buffers created by CTS at 5.
- The CTS log lists the clock sinks for this run as 47.
- CTS placed an instance of sky130_fd_sc_hd__clkbuf_16 at the clock tree root.
- The run gives the maximum root-to-sink buffer count as 2.
- The run gives the clock insertion delay at the later pin of the skew report as 300 ps.
- After clock tree synthesis, the clock-pin slew on the worst setup and hold paths is 70 ps.
- The run gives the post-CTS setup buffer count as 0.
- The run gives the deepest level of the CTS H-tree as 2.
- The run gives the hold-fix buffer count after cts as 0.

Setup path:
- The run gives the delay of the slowest critical-path stage as 460 ps.
- STA classifies the critical path startpoint as a primary input.
- STA puts the critical path data required time at 14260 ps.
- Per STA, the library cell used most along the worst path is sky130_fd_sc_hd__a21o_1.
- The run gives the cell with the biggest individual delay on the critical path as sky130_fd_sc_hd__a311oi_1.
- Walking the worst path, the cells encountered are clkdlybuf4s50_1, ha_1, fa_1, a21o_1, a22oi_1, nor3_1, or2_1, a311oi_1, ha_1, a21o_1, a21o_1, a21oi_1, and4b_1, nor4_1, a221oi_1, a211oi_1, o21ai_0, mux2i_1, xnor2_1, xnor2_1, mux2i_1.
- Among cell families on the critical path, the largest total delay comes from AND-OR/OR-AND gates.
- Counting both buffers and inverters, the worst setup path holds a total of 1.
- Per the timing report, the biggest fanout along the worst path comes to 3.
- The run gives the category of the critical setup timing path as in -> reg.
- The run puts the endpoint arrival time on the critical path at 7710 ps.
- The worst setup path is captured at a flip-flop.

Flow run:
- The run gives the number of maximum-capacitance constraint violations as 0.
- Summing over the stages, the warning tally comes to 26.

Outcome:
- The flow ran to the end, and the final reports show no timing, DRC or antenna violations.

Worst hold path:
- The min-delay analysis places its worst path in the category reg -> reg.

Finish:
- The run gives the core occupancy in the finished layout as 63.3%.
- The run gives the fraction of layout instances using a drive strength above 1 as 9.90%.
- The run puts the area added between synthesis and finish at 22.5%.
[path summary, 6_finish.rpt]
path,cells after the start,endpoint,start,slack (ps)
max,21,direction,pha_word[0],6550
min in group asynchronous,2,cnt[15],rstn,2620
min,2,data[13],data[13],490
max reg2reg,20,direction,cnt[0],9080
min reg2reg,2,data[13],data[13],490
max in group asynchronous,2,direction,rstn,10970
[cell usage in the layout (no fill, tap or decap), types with 4 or more instances in the layout]
master	instances
sky130_fd_sc_hd__a311oi_1	4
sky130_fd_sc_hd__nand3_1	14
sky130_fd_sc_hd__or4_1	4
sky130_fd_sc_hd__nor4_1	4
sky130_fd_sc_hd__mux2i_1	6
sky130_fd_sc_hd__nand4_1	10
sky130_fd_sc_hd__dfrtp_1	46
sky130_fd_sc_hd__o21a_1	7
sky130_fd_sc_hd__inv_1	30
sky130_fd_sc_hd__clkbuf_16	5
sky130_fd_sc_hd__nand2_1	42
sky130_fd_sc_hd__a21oi_1	49
sky130_fd_sc_hd__xor2_1	24
sky130_fd_sc_hd__nor2b_1	5
sky130_fd_sc_hd__a211oi_1	8
sky130_fd_sc_hd__ha_1	92
sky130_fd_sc_hd__nor3_1	15
sky130_fd_sc_hd__o211ai_1	7
sky130_fd_sc_hd__clkdlybuf4s50_1	110
sky130_fd_sc_hd__and4_1	4
sky130_fd_sc_hd__xnor2_1	39
sky130_fd_sc_hd__o21bai_1	7
sky130_fd_sc_hd__or3_1	6
sky130_fd_sc_hd__a21o_1	39
sky130_fd_sc_hd__o21ai_0	43
sky130_fd_sc_hd__a31oi_1	19
sky130_fd_sc_hd__nand2b_1	4
sky130_fd_sc_hd__o31a_1	4
sky130_fd_sc_hd__and3_1	6
sky130_fd_sc_hd__a31o_2	5
sky130_fd_sc_hd__mux2_2	53
sky130_fd_sc_hd__buf_4	4
sky130_fd_sc_hd__nor2_1	60
[state kept, by name (all words and copies together) (netlist names)]
name,cells
cnt,32
data,14
direction,1
[cell type report]
cell class | instances | area, um^2
clock buffer | 6 | 139
tap | 168 | 210
fill | 984 | 4420
multi-input combinational | 627 | 4840
inverter | 30 | 113
sequential | 47 | 1180
timing repair buffer | 116 | 1140
clock inverter | 2 | 16.3
[layer usage]
metal  GRT usage, %  vias to the layer above  part of all wire [%]
li1               -                     2943                     -
met1           41.9                     2639                    50
met2           42.8                      155                    44
met3           4.28                       11                   5.4
met4           2.81                        0                   1.2
met5              0                        -                     0
[power by group through the flow]
stage	registers [mW]	clock network, mW	logic, mW
final	0.274	0.129	1.72
after global routing	0.283	0.137	1.93
after CTS	0.274	0.133	1.71
[metrics by stage]
step / cells / cell area (um^2)
6_report: 996 / 7640
5_1_grt: 996 / 7640
4_1_cts: 996 / 7640
3_5_place_dp: 988 / 7480
3_3_place_gp: 988 / 7480
2_1_floorplan: 729 / 6240
[worst register-to-register path, stage by stage (launching register included)]
cell and delay (ps):
sky130_fd_sc_hd__dfrtp_1 410, sky130_fd_sc_hd__ha_1 240, sky130_fd_sc_hd__fa_1 410, sky130_fd_sc_hd__a21o_1 220, sky130_fd_sc_hd__a22oi_1 310, sky130_fd_sc_hd__nor3_1 170, sky130_fd_sc_hd__or2_1 280, sky130_fd_sc_hd__a311oi_1 460
sky130_fd_sc_hd__ha_1 360, sky130_fd_sc_hd__a21o_1 190, sky130_fd_sc_hd__a21o_1 170, sky130_fd_sc_hd__a21oi_1 180, sky130_fd_sc_hd__and4b_1 210, sky130_fd_sc_hd__nor4_1 190, sky130_fd_sc_hd__a221oi_1 130, sky130_fd_sc_hd__a211oi_1 210
sky130_fd_sc_hd__o21ai_0 140, sky130_fd_sc_hd__mux2i_1 220, sky130_fd_sc_hd__xnor2_1 160, sky130_fd_sc_hd__xnor2_1 140, sky130_fd_sc_hd__mux2i_1 90
[cell families (layout without fill, tap and decap cells)]
group | count (synthesis) | after routing
AOI/OAI and AO/OA | 225 | 225
xor gates and xnor gates | 63 | 63
adders and majority gates | 94 | 94
buffers and inverters | 55 | 154
DFF | 47 | 47
muxes | 60 | 60
and+or+nand+nor | 185 | 185
Power is estimated from default activity; no workload was simulated.
