**flow/config.mk**
```make
export PLATFORM = sky130hd
export DESIGN_NAME = freq_cnt_pro
export DESIGN_NICKNAME = freq_cnt_pro
export VERILOG_FILES = /design/flow/design.v
export SDC_FILE = /design/flow/constraint.sdc
export NUM_CORES = 4
export LEC_CHECK = 1
export CORE_UTILIZATION = 40
```
**flow/design.v**
```verilog
module freq_cnt_pro #(
    parameter WD = 14
) (
    input                  clk,
    input                  rstn,
    input  signed [WD-1:0] signal_in,
    input  signed [WD-1:0] threshold,
    input         [  31:0] times,
    output reg    [  31:0] cnt_out
);
  reg        prev_Q;
  reg [31:0] cnt;
  reg [31:0] signal_in_posedge_cnt;
  schmitt_trigger #(
      .WD(WD)
  ) u_schmitt_trigger (
      .clk      (clk),
      .rstn     (rstn),
      .D        (signal_in),
      .threshold(threshold),
      .Q        (Q)
  );
  always @(posedge clk or negedge rstn) begin
    if (~rstn) begin
      prev_Q                <= 'b0;
      cnt                   <= 'b0;
      cnt_out               <= 'b0;
      signal_in_posedge_cnt <= 'b0;
    end
    else begin
      prev_Q <= Q;
      if (Q && (~prev_Q)) begin
        if (signal_in_posedge_cnt >= times) begin
          cnt_out               <= cnt;
          cnt                   <= 'b0;
          signal_in_posedge_cnt <= 'b0;   
        end
        else begin
          signal_in_posedge_cnt <= signal_in_posedge_cnt + 1;
          cnt                   <= cnt + 1;
        end
      end
      else cnt <= cnt + 1;
    end
  end
endmodule   
module schmitt_trigger #(
    parameter WD = 14
) (
    input                  clk,
    input                  rstn,
    input  signed [WD-1:0] D,
    input  signed [WD-1:0] threshold,
    output reg             Q
);
  reg signed [WD-1:0] prev_Q;
  always @(posedge clk or negedge rstn) begin
    if (~rstn) begin
      Q      <= 0;
      prev_Q <= 0;
    end
    else begin
      if (D > threshold && prev_Q == 1'b0) begin
        Q <= 1'b1;   
      end
      else if (D < -threshold && prev_Q == 1'b1) begin
        Q <= 1'b0;   
      end
      prev_Q <= Q;   
    end
  end
endmodule   
```
**flow/run.sh**
```bash
#!/bin/bash
# OpenROAD 26Q1-2900-gdf79404cd8, Yosys 0.63+post, stock flow scripts
make -C /OpenROAD-flow-scripts/flow DESIGN_CONFIG=/design/flow/config.mk WORK_HOME=/design/flow/orfs finish
```
**flow/constraint.sdc**
```tcl
current_design freq_cnt_pro

set clk_period 13.2
set clk_io_pct 0.2

create_clock -name clk0 -period $clk_period [get_ports {clk}]

set non_clock_inputs [all_inputs -no_clocks]
set_input_delay [expr $clk_period * $clk_io_pct] -clock clk0 $non_clock_inputs
set_output_delay [expr $clk_period * $clk_io_pct] -clock clk0 [all_outputs]
```
==> results.json <==
{
  "ff2ff_path_depth": 8,
  "clockBufferDepth": 2,
  "lay_top_count": "dfrtp_1",
  "dp_slack_ns": 7.60,
  "cap_violations": 0,
  "drive_gt1_frac": 0.0885,
  "place_hpwl_mm": 9.04,
  "hold_viol_final": 0,
  "synth-main-ff-cell": "dfrtp_1",
  "synth_area_mm2": 0.00610,
  "status": "finished clean",
  "post-route-period-util": 0.397,
  "warnings": 25,
  "path_clk_slew_ns": 0.07,
  "clk_latency_ns": 0.34,
  "lay_top_cells": "dfrtp_1, clkdlybuf4s50_1, nor2_1",
  "cp_num_cells": 10,
  "antenna_found_initial": 0,
  "viasPerCell": 5.03,
  "yosysCellCount": 621,
  "fin_util": 0.514,
  "drcViolationCount": 0,
  "core-area_mm2": 0.0147,
  "antenna_cells": 0,
  "async_flop_share": 1.00,
  "ctsRootBufferMaster": "clkbuf_16",
  "place.gp.congestion": 0.908,
  "syn_inst": 621,
  "ctsResizeCount": 0,
  "area.combinational_mm2": 0.00337,
  "post-cts-setup-buffer-count": 0,
  "path_class": "in2reg",
  "grt_first_pass_wirelength_mm": 21.1,
  "critPathBufInv": 3,
  "whs_ns": 0.451,
  "worstMarginPinSlew_ns": 0.760,
  "fp_util": 0.415,
  "worst_slew_margin_rel": 0.489,
  "synth.distinct_cells": 41,
  "finalSetupTns_ns": 0,
  "cpPeakStageDelay_ns": 0.53,
  "numSynthFlops": 98,
  "place_area_mm2": 0.00721,
  "worst-path-max-fanout": 55,
  "fin_crit_ns": 5.24,
  "cts_made_buffers": 9,
  "finalSetupViolations": 0,
  "grt_pass1_vias": 4499,
  "die-area_mm2": 0.0157,
  "io_buffers": 93,
  "final_cell_area_mm2": 0.00755,
  "fillers": 1234,
  "clock-sinks": 98,
  "cp-start-kind": "input pin",
  "crit_path_cell_trace": "clkdlybuf4s50_1 > inv_1 > ha_1 > nand4_1 > nor3_2 > or4b_4 > a31o_2 > a21oi_4 > buf_4 > nor2_1",
  "wirelength_mm": 12.0,
  "syn_area_per_cell_um2": 9.82,
  "hold_depth": 0,
  "cts_tree": "yes",
  "rsz0062_at_grt": "false",
  "wl_per_cell_um": 13.2,
  "hp-class": "reg2reg",
  "finalWorstSetupSlack_ns": 7.96,
  "slowest_stage": "buf_4",
  "synth_warnings": 3,
  "synth_seq_share": 0.402,
  "htree_levels": 3,
  "leakage_nw": 3.60,
  "drtIter0Drc": 274,
  "worst_clock_skew_ns": 0.0120,
  "final-seq-area_mm2": 0.00245,
  "ir_drop_mv": 0.0768,
  "ios": 94,
  "power_density_mw_per_mm2": 171,
  "crit_arrival_ns": 5.44,
  "yosys_area_mm2": 0.00610,
  "synth-edff-count": 0,
  "endpoint_kind": "flip-flop",
  "postCtsHoldBufs": 0,
  "grt_overflow": 0,
  "rows": 44,
  "postRouteAntennaNets": 0,
  "vias": 4563,
  "crit_required_ns": 13.40,
  "grt_use_total": 0.165,
  "cp_top_family": "buffers and inverters",
  "area_delta_synth_final_pct": 23.9,
  "fmax_mhz": 191,
  "grt_max_degree": 56,
  "die_height_um": 125,
  "slew_violations": 0,
  "die_x_um": 125,
  "dr.pass1.iters": 23
}
[final timing paths]
check	endpoint	slack (ns)	from
setup / recovery	cnt[3]	7.96	times[15]
hold / removal	u_schmitt_trigger.prev_Q[0]	0.45	u_schmitt_trigger.Q
setup reg to reg	cnt[3]	10.28	signal_in_posedge_cnt[15]
hold reg to reg	u_schmitt_trigger.prev_Q[0]	0.45	u_schmitt_trigger.Q
max in group asynchronous	cnt_out[17]	9.81	rstn
min in group asynchronous	signal_in_posedge_cnt[8]	2.30	rstn
[area by class of cell]
| cell class | instances | share of cell area |
|---|---|---|
| clock buffers | 9 | 0.0298 |
| clock inverters | 7 | 0.0151 |
| inverters | 55 | 0.0273 |
| multi-input cells | 458 | 0.447 |
| flip-flops and latches | 98 | 0.325 |
| well taps | 184 | 0.0305 |
| repair buffers | 96 | 0.126 |
[flip-flops by register name, indices dropped and copies added (netlist names)]
| register | cells |
|---|---|
| cnt | 32 |
| cnt_out | 32 |
| signal_in_posedge_cnt | 32 |
| u_schmitt_trigger.Q | 1 |
| u_schmitt_trigger.prev_Q | 1 |
[cell families (layout without fill, tap and decap cells)]
family | Yosys count | count (layout) | share of synthesized area
muxes | 32 | 32 | 0.0764
AOI/OAI and AO/OA | 60 | 60 | 0.0632
adders and majority gates | 62 | 62 | 0.127
xor gates and xnor gates | 68 | 68 | 0.0977
buffers and inverters | 65 | 167 | 0.0466
DFF | 98 | 98 | 0.402
and+or+nand+nor | 236 | 236 | 0.187
[cells in the mapped netlist (10+ instances only)]
library cell	count	share of area
dfrtp_1	98	0.40
nor2_1	89	0.055
ha_1	62	0.13
inv_1	55	0.034
nand2_1	45	0.028
xnor2_1	37	0.053
nand3_1	34	0.028
xor2_1	31	0.045
mux2_4	28	0.069
a21oi_1	24	0.020
and3_1	16	0.016
nand4_1	15	0.015
o21ai_0	10	0.0082
[power breakdown]
part,switching (mW),internal [mW]
logic,0.152,0.274
registers,0.141,0.435
clock network,0.118,0.170
total,0.411,0.878
[stage by stage]
| stage | cells | power [mW] |
|---|---|---|
| 2_1_floorplan | 621 | 0.806 |
| 3_3_place_gp | 891 | 0.996 |
| 3_5_place_dp | 891 | 1.01 |
| 4_1_cts | 907 | 1.31 |
| 5_1_grt | 907 | 1.39 |
| 6_report | 907 | 1.29 |
[per-layer routing]
layer,part of all wire,track usage,vias to the layer above
li1,-,-,2311
met1,0.50,0.263,2134
met2,0.45,0.250,110
met3,0.046,0.0257,8
met4,0.0098,0.0187,0
met5,0,0,-
Power and IR drop assume default switching activity.
